[/design/flow/config.mk]
export PLATFORM = sky130hd
export DESIGN_NAME = one_hot_encode
export DESIGN_NICKNAME = one_hot_encode
export VERILOG_FILES = /design/flow/design.v
export SDC_FILE = /design/flow/constraint.sdc
export NUM_CORES = 4
export LEC_CHECK = 1
export CORE_UTILIZATION = 30
export SYNTH_HDL_FRONTEND = slang
[/design/flow/constraint.sdc]
current_design one_hot_encode

set clk_period 40.7
set clk_io_pct 0.2

create_clock -name clk0 -period $clk_period

set non_clock_inputs [all_inputs -no_clocks]
set_input_delay [expr $clk_period * $clk_io_pct] -clock clk0 $non_clock_inputs
set_output_delay [expr $clk_period * $clk_io_pct] -clock clk0 [all_outputs]
[/design/flow/design.v]
module one_hot_encode #(
  parameter N = 10   
)(
    input logic [15:0] inputs[0:N-1],
    output logic [N-1:0] outputs   
);
integer i;
reg [15:0] max_val;
integer max_idx;
function is_greater;
  input [15:0] a, b;
  reg sign_a, sign_b;
  reg [4:0] exp_a, exp_b;
  reg [9:0] frac_a, frac_b;
  begin
    sign_a = a[15];
    sign_b = b[15];
    exp_a  = a[14:10];
    exp_b  = b[14:10];
    frac_a = a[9:0];
    frac_b = b[9:0];
    if (a == b) begin
      is_greater = 0;
    end
    else if (sign_a == 0 && sign_b == 1) begin
      is_greater = 1;
    end
    else if (sign_a == 1 && sign_b == 0) begin
      is_greater = 0;
    end
    else if (sign_a == 0 && sign_b == 0) begin
      if (exp_a > exp_b) is_greater = 1;
      else if (exp_a < exp_b) is_greater = 0;
      else is_greater = (frac_a > frac_b);
    end
    else begin
      if (exp_a < exp_b) is_greater = 1;
      else if (exp_a > exp_b) is_greater = 0;
      else is_greater = (frac_a < frac_b);
    end
  end
endfunction
always @(*) begin
    max_val = inputs[0];
    max_idx=0;
    for(i=1;i<N;i=i+1)begin
        if (is_greater(inputs[i], max_val))begin
            max_val=inputs[i];
            max_idx = i;
        end
    end
    outputs={N{1'b0}};
    outputs[max_idx]=1'b1;
end 
endmodule
[/design/flow/run.sh]
#!/bin/bash
# OpenROAD 26Q1-2900-gdf79404cd8, Yosys 0.63+post, stock flow scripts
make -C /OpenROAD-flow-scripts/flow DESIGN_CONFIG=/design/flow/config.mk WORK_HOME=/design/flow/orfs finish
==> impl_metrics.py <==
# Generated from Yosys and OpenROAD reports
metrics = {
    "worst_setup_path": {
        "max_stage_delay_ns": 0.71,
        "critical-path-top-cell-by-count": "sky130_fd_sc_hd__ha_1",
        "crit_required_ns": 32.56,
        "cp_max_fo": 48,
        "worst_setup_path_startpoint": "inputs[149]",
        "critPathBufInv": 11,
        "critical-path-top-delay-family": "AND-OR/OR-AND gates",
        "worst-setup-path-type": "input pin to output pin",
        "critical_path_arrival_ns": 30.48,
        "timing.critical_path.slowest_stage_cell": "sky130_fd_sc_hd__a2111oi_0",
        "crit_path_start_kind": "input pin",
        "cp-end-kind": "output pin",
    },
    "place": {
        "place_hpwl_mm": 20.74,
        "place.gp.congestion": 0.9446,
        "placement.setup.worst_slack_ns": 2.373,
        "placement.io_buffers": 170,
        "placedCellCount": 1331,
    },
    "logic_synthesis": {
        "synth-xor-area-share_pct": 0,
        "area_of_the_mapped_netlist_um2": 6406,
        "synth.logic.top_family": "adder cells",
        "synth_seq_share_pct": 0,
        "yosys_area_um2": 6406,
        "synthesis.instances": 907,
        "post_synth_ao_oa_area_fraction_pct": 29.06,
        "post_synth_mux_area_share_pct": 4.375,
        "syn_avg_cell_area_um2": 7.063,
        "synth_adder_area_share_pct": 33.20,
        "yosysCellCount": 907,
        "simple_gate_share_pct": 27.15,
        "synth_warn": 0,
        "synth_cell_types": 67,
    },
    "die": {
        "floorplan.die_area_um2": 21940,
        "fp_util_pct": 30.57,
        "core_area_um2": 20960,
        "io_pins": 170,
        "die_h_um": 148.1,
        "die-width_um": 148.1,
        "rows": 53,
    },
    "worst_hold_path": {
        "hold_path.class": "input pin to output pin",
        "worstHoldStart": "inputs[15]",
    },
    "final_timing": {
        "worst_slack_ns": 2.082,
        "hold_slack_ns": 17.62,
        "setup_repair_after_global_routing_missed_its_margin": "no",
        "fmax_ghz": 0.02589,
        "period_needed_ns": 38.62,
        "timing.setup.tns_ns": 0,
        "report.final.slew_viol_count": 0,
        "report.final.hold_viol_count": 0,
        "setup_violations": 0,
        "max-slew-margin-rel_pct": 36.46,
        "period_used_pct": 94.88,
        "worstMarginPinSlew_ns": 0.9431,
    },
    "routing": {
        "avgRoutedWirePerCell_um": 17.68,
        "drt-initial-drc-count": 343,
        "drtAntennaViolNets": 0,
        "detailroute.via_count": 7154,
        "drt_wl_total_mm": 23.53,
        "avgViaCountPerCell": 5.375,
        "antennaDiodeCount": 0,
        "drcViolationCount": 0,
        "firstDrtPassIters": 10,
    },
    "finish": {
        "layout.clock_buffers": 0,
        "drive_gt1_share_pct": 3.314,
        "footprint_of_the_flip_flops_and_latches_um2": 0,
        "finalNonFillerCells": 1331,
        "flops": 0,
        "fillerInstances": 2172,
        "area.growth.synth_to_final_pct": 31.31,
    },
    "power": {
        "finalPower_mw": 0.7597,
        "cellLeakagePower_nw": 3.809,
        "power-per-cell-area_nw_per_um2": 90.32,
        "ir_worst_vdd_mv": 0.04945,
    },
    "global_route": {
        "first_global_vias": 6866,
        "antenna_found_initial": 0,
        "wire_length_of_the_first_global_routing_pass_mm": 36.59,
        "grt_use_total_pct": 21.68,
        "total_congestion_overflow": 0,
        "grt_max_degree": 49,
    },
    "job": {
        "warnings": 58,
        "max_cap_viol_count": 0,
    },
    "clock_network": {
        "cts.repair_timing.setup_buffer_count": 0,
        "cts-hold-fix-buffers": 0,
        "cts_resized": 0,
    },
    "outcome": {
        "status": "completed",
    },
}
## kinds of logic (layout without fill, tap and decap cells)
logic type,count (synthesis),in the layout
fa+ha+maj,170,170
simple gates,351,351
mux,27,27
buf+inv,102,251
compound gates,257,257
## area by class of cell
class	count	area (um2)	area share, %
multi-input cells	805	6021	71.58
well taps	275	344.1	4.090
inverters	70	262.8	3.124
repair buffers	181	1784	21.21
## layer usage
| metal | part of all wire, % | vias up | global-route usage [%] |
|---|---|---|---|
| met5 | 0 | - | 0 |
| met1 | 48 | 3202 | 31.99 |
| li1 | - | 3694 | - |
| met3 | 6.6 | 26 | 1.753 |
| met2 | 43 | 232 | 34.60 |
| met4 | 2.1 | 0 | 4.021 |
## cells in the final DEF (no fill, tap or decap), types with 8 or more instances in the layout
cell                              count
sky130_fd_sc_hd__nor2_1              73
sky130_fd_sc_hd__o21a_1              24
sky130_fd_sc_hd__ha_1               170
sky130_fd_sc_hd__nor2b_1             10
sky130_fd_sc_hd__a31oi_1             34
sky130_fd_sc_hd__a21oi_1             32
sky130_fd_sc_hd__nand3b_1            18
sky130_fd_sc_hd__o31ai_1             18
sky130_fd_sc_hd__nand2b_1            15
sky130_fd_sc_hd__inv_1               70
sky130_fd_sc_hd__mux2_2               8
sky130_fd_sc_hd__a221o_1             17
sky130_fd_sc_hd__clkdlybuf4s50_1    170
sky130_fd_sc_hd__o211ai_1            12
sky130_fd_sc_hd__nand3_1             16
sky130_fd_sc_hd__nand4_1             15
sky130_fd_sc_hd__nor3_1              25
sky130_fd_sc_hd__mux2i_1             19
sky130_fd_sc_hd__and2_1              18
sky130_fd_sc_hd__a31o_1              11
sky130_fd_sc_hd__buf_4               11
sky130_fd_sc_hd__a22o_1              14
sky130_fd_sc_hd__a21o_1               9
sky130_fd_sc_hd__nand2_1            121
sky130_fd_sc_hd__o21ai_0             32
## through the flow
stage,utilization [%],instance area [um2]
floorplan,-,6406
global placement,40.14,8412
detailed placement,40.14,8412
CTS,40.14,8412
global route,40.14,8412
finish,40.14,8412
## report_power, final
part	switching, mW	leakage, nW	internal, mW
Clock	0	0	0
Combinational	0.437	3.81	0.323
Sequential	0	0	0
Total	0.437	3.81	0.323
## final timing paths
check / slack [ns] / cells past startpoint / end
worst min-delay path: 17.62 / 5 / outputs[9]
worst max-delay path: 2.08 / 94 / outputs[0]
## cell usage after synthesis, drive strengths merged, types with 3 or more instances
| cell type | number | area (um2) |
|---|---|---|
| ha | 170 | 2127 |
| nand2 | 121 | 454.2 |
| nor2 | 73 | 274.0 |
| inv | 70 | 262.8 |
| a31oi | 35 | 225.2 |
| o21ai | 35 | 186.4 |
| a21oi | 32 | 160.2 |
| nor3 | 25 | 125.1 |
| o21a | 24 | 180.2 |
| clkbuf | 19 | 71.32 |
| mux2i | 19 | 190.2 |
| and2 | 18 | 112.6 |
| nand3b | 18 | 135.1 |
| o31ai | 18 | 135.1 |
| a221o | 17 | 170.2 |
| a31o | 16 | 140.1 |
| nand3 | 16 | 80.08 |
| nand2b | 15 | 93.84 |
| nand4 | 15 | 93.84 |
| a22o | 14 | 122.6 |
| buf | 13 | 63.81 |
| o211ai | 12 | 90.09 |
| nor2b | 10 | 62.56 |
| a211oi | 9 | 72.57 |
| a21o | 9 | 67.56 |
| mux2 | 8 | 90.09 |
| and3 | 7 | 43.79 |
| and4 | 6 | 52.55 |
| nor3b | 6 | 45.04 |
| o22ai | 5 | 31.28 |
| a22oi | 4 | 30.03 |
| or2 | 4 | 25.03 |
| a2111oi | 3 | 26.28 |
| a221oi | 3 | 32.53 |
| nor4 | 3 | 25.02 |
| nor4b | 3 | 26.28 |
| o21bai | 3 | 22.52 |
| or3 | 3 | 18.77 |
Power is estimated from default activity; no workload was simulated.
